==> run.sh <==
#!/bin/bash
# OpenROAD 26Q1-2900-gdf79404cd8, Yosys 0.63+post, stock flow scripts
make -C /OpenROAD-flow-scripts/flow DESIGN_CONFIG=/design/flow/config.mk WORK_HOME=/design/flow/orfs finish
==> config.mk <==
export PLATFORM = sky130hd
export DESIGN_NAME = decodbebida1
export DESIGN_NICKNAME = decodbebida1
export VERILOG_FILES = /design/flow/design.v
export SDC_FILE = /design/flow/constraint.sdc
export NUM_CORES = 4
export LEC_CHECK = 1
export CORE_AREA = 10 10 70 70
export DIE_AREA = 0 0 80 80
==> constraint.sdc <==
current_design decodbebida1

set clk_period 1.8
set clk_io_pct 0.2

create_clock -name clk0 -period $clk_period

set non_clock_inputs [all_inputs -no_clocks]
set_input_delay [expr $clk_period * $clk_io_pct] -clock clk0 $non_clock_inputs
set_output_delay [expr $clk_period * $clk_io_pct] -clock clk0 [all_outputs]
==> design.v <==
module decodbebida1(A,B,C,D,E,sa,sb,sc,sd,se,sf,sg);
	input A,B,C,D,E;
	output sa,sb,sc,sd,se,sf,sg;
	not (a,A);
	not (b,B);
	not (c,C);
	not (d,D);
	not (e,E);
	wire a,b,c,d,e,Abcde,AbCdE,ABcDe,ABCDE;
	and (sa,a,b,c,d,E);
	and (Abcde,A,b,c,d,e);
	and (AbCdE,A,b,C,d,E);
	or (sb,Abcde,AbCdE);
	and (ABcDe,A,B,c,D,e);
	or (sc,Abcde,AbCdE,ABcDe);
	and (sd,A,B,c,D,e);
	buf (se,0);
	buf (sf,0);
	and (ABCDE,A,B,C,D,E);
	or (sg,AbCdE,ABcDe,ABCDE);
endmodule 
==> metrics.yaml <==
route:
  dr.max_layer_used: "met3"
  via_count: 144
  dr.pass1.iters: 3
  post_drt_wl_per_cell_um: 7.88
  wl_met2_um: 201
  drc: 0
  totalWireLength_um: 567
  wl_met1_um: 333
  drt-initial-drc-count: 3
  routed_via_density: 2.00
  routed-wl-met3_um: 31
  final_antenna_net_count: 0
  insertedDiodeCount: 0
yosys:
  syn_area_um2: 119
  ys_seq_share_pct: 0
  ys_types: 12
  ys_cells: 15
  syn_area_per_cell_um2: 7.92
  yosysWarnings: 0
  yosys.stat.chipArea_um2: 119
  syn_inst: 15
final_timing:
  finalCritPeriodShare_pct: 97.5
  fin_crit_ns: 1.76
  rsz0062_at_grt: "false"
  setup_viol: 0
  whs_ns: 1.17
  finalMaxSlewViolations: 0
  setup_ws_ns: 0.0448
  fmax_ghz: 0.570
  finalHoldViolCount: 0
  tns_ns: 0
finish:
  design.seq.count: 0
  register_area_um2: 0
  n_clock_buffer: 0
  area_growth_pct: 137
  drive_above_1_share_pct: 42.3
power:
  total_power_mw: 0.0373
  cellPowerDensity_nw_per_um2: 133
  leakage_nw: 0.111
  ir_worst_vdd_mv: 0.0268
setup_path:
  slowest_stage: "clkdlybuf4s50_1"
  endpoint_kind: "output pin"
  critPathTopFamily: "buffers and inverters"
  cp-start-kind: "primary input"
  crit_required_ns: 1.44
  critical_path.cell_chain: "buf_2 > and4bb_2 > and2_2 > clkdlybuf4s50_1"
  critPathKind: "primary input to output pin"
  cp_max_fo: 6
  cp_num_buf_inv: 2
  cp.arrival_ns: 1.40
  critPathMaxStageDelay_ns: 0.46
grt:
  gr-total-overflow: 0
  antenna_found_initial: 0
  grt_pass1_vias: 142
  grt_pass1_wl_um: 786
  grtUsageTotal_pct: 1.55
  grt_max_degree: 7
placed_design:
  hpwl_um: 493
  portBuffers: 10
  place_congestion: 0.736
  post-place-ws_ns: -0.498
die:
  chipHeight_um: 80
  initial_core_util_pct: 3.48
  dieArea_um2: 6400
  core_area_um2: 3420
  ios: 12
  die_w_um: 80
  row_count: 21
flow_run:
  cap_violations: 0
  warnings: 32
clock_network:
  ctsHoldBuffers: 0
outcome:
  outcome: "finished clean"
min_path:
  hp-class: "primary input to output pin"
[layout make-up]
cell class / count / area, um2
tap: 46 / 57.6
timing repair buffer: 12 / 88.8
fill: 411 / 3130
multi-input combinational: 14 / 135
[synthesized netlist by cell type]
cell | count | area (um2)
buf_4 | 2 | 15.0
o2bb2ai_1 | 2 | 17.5
xor2_1 | 2 | 17.5
and2_2 | 1 | 7.51
and4bb_2 | 1 | 12.5
conb_1 | 1 | 3.75
nand2b_1 | 1 | 6.26
nand3_1 | 1 | 5.00
nor4_1 | 1 | 6.26
nor4b_1 | 1 | 8.76
nor4bb_1 | 1 | 10.0
or3b_1 | 1 | 8.76
[metal layers]
layer | vias up | global-route usage, %
met1 | 61 | 2.57
met5 | - | 0
met3 | 0 | 0.341
met2 | 7 | 2.01
met4 | 0 | 0
li1 | 76 | -
[metrics by stage]
stage	instance area, um2	std cells	utilization [%]
floorplan	123	16	-
global placement	273	71	7.99
detailed placement	273	71	7.99
CTS	282	72	8.24
global route	282	72	8.24
finish	282	72	8.24
[final timing paths]
path	depth (start not counted)	slack, ns	end	startpoint
hold / removal	3	1.17	sa	D
setup / recovery	4	0.04	sd	E
[cell families (layout without fill, tap and decap cells)]
family	count (synthesis)	count (layout)	synth area share, %
and+or+nand+nor	8	8	54.7
AOI/OAI and AO/OA	2	2	14.7
xor gates and xnor gates	2	2	14.7
buffers and inverters	2	12	12.6
other	1	2	3.15
[power breakdown]
group	switching (mW)	internal, mW	leakage [nW]
Clock	0	0	0
Sequential	0	0	0
Combinational	0.0186	0.0187	0.111
Total	0.0186	0.0187	0.111
[worst min-delay path, cell delays in order]
cell and delay, ns:
buf_2 0.16, nor4_2 0.06, dlygate4sd2_1 0.23
[cells in the final DEF, fill, tap and decap left out, types with 2 or more instances in the layout]
| master | Yosys | layout |
|---|---|---|
| conb_1 | 1 | 2 |
| buf_2 | 0 | 4 |
| xor2_1 | 2 | 2 |
| dlygate4sd2_1 | 0 | 5 |
| buf_4 | 2 | 2 |
[timing repair]
item / CTS / global route
gates resized: 25 / 0
endpoints found under the setup margin: 5 / 0
setup buffers: 1 / 0
endpoints found under the hold margin: 0 / 0
No activity file was given, so power comes from the tool's default toggle rates.
